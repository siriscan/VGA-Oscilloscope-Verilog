File: flow/constraint.sdc
current_design oscilloscope

set clk_period 68.4
set clk_io_pct 0.2

create_clock -name clk0 -period $clk_period [get_ports {clk}]

set non_clock_inputs [all_inputs -no_clocks]
set_input_delay [expr $clk_period * $clk_io_pct] -clock clk0 $non_clock_inputs
set_output_delay [expr $clk_period * $clk_io_pct] -clock clk0 [all_outputs]
File: flow/design.v
module oscilloscope(
    input clk,
    input rst,
    output reg convstb,
    output reg hsync,
    output reg vsync,
    input busy,
    output reg csb,
    output reg rdb,
    input [7:0] db,
    output [3:0] red,
    output [3:0] blue,
    output [3:0] green
    );
    reg [7:0] buffer[479:0];  
    reg [7:0] buffer_count = 8'b0;
    parameter CONVSTB_PULSE = 3;
    parameter CONVSTB2BUSY_DELAY = 3;
    parameter  CONVERT_TIME = 450;
    parameter CS_START = CONVERT_TIME;
    parameter CS_TIME = 40;
    parameter CS_TOTAL_TIME = CS_TIME + CONVERT_TIME;
    parameter WRITE_DELAY = 1;
    parameter TOTAL_TIME = 500;
    reg [12:0] c_counter;  
    parameter H_SYNC_CYCLES = 96;        
    parameter H_BACK_PORCH = 48;        
    parameter H_ACTIVE_VIDEO = 640;     
    parameter H_FRONT_PORCH = 16;       
    parameter H_TOTAL_CYCLES = 800;     
    parameter H_VISIBLE_START = H_BACK_PORCH;
    parameter H_VISIBLE_END = H_BACK_PORCH + H_ACTIVE_VIDEO;
    parameter V_SYNC_CYCLES = 2;        
    parameter V_BACK_PORCH = 29;        
    parameter V_ACTIVE_VIDEO = 480;     
    parameter V_FRONT_PORCH = 10;       
    parameter V_TOTAL_LINES = 521;      
    parameter V_VISIBLE_START = V_BACK_PORCH;
    parameter V_VISIBLE_END = V_BACK_PORCH + V_ACTIVE_VIDEO;
    reg [9:0] h_counter;   
    reg [9:0] v_counter;  
    reg [1:0] pixel_clk_div;  
    wire pixel_clk = (pixel_clk_div == 2'b11);
        always @(posedge clk or posedge rst) begin
            if (rst) begin
                c_counter <= 13'd0;
            end else begin
                if (c_counter == TOTAL_TIME - 1)
                    c_counter <= 13'd0;
                else
                    c_counter <= c_counter + 1'b1;
            end
        end
    always @(posedge clk or posedge rst) begin
        if (rst) begin
            convstb <= 1'b1;
        end else begin
            if (c_counter < CONVSTB_PULSE) begin
                convstb <= 1'b0;  
            end else begin
                convstb <= 1'b1;  
            end
        end
    end
    always @(posedge clk or posedge rst) begin
        if (rst) begin
            rdb <= 1'b1;
            csb <= 1'b1;
        end else begin
            if (c_counter>=CS_START && c_counter < CS_TOTAL_TIME && ~busy) begin
                rdb <= 1'b0;
                csb <= 1'b0;  
           end else begin
                rdb <= 1'b1;
                csb <= 1'b1;  
           end
        end
    end 
    always @(posedge clk) begin
        if (~rst) begin
            if ( c_counter>=CS_START+WRITE_DELAY && c_counter < CS_TOTAL_TIME+WRITE_DELAY && ~busy ) begin
                buffer[buffer_count] <= db;
                buffer_count <= buffer_count + 9'b1;
            end
        end
    end
    always @(posedge clk or posedge rst) begin
        if (rst) begin
            h_counter <= 10'd0;
            pixel_clk_div <= 2'd0;
        end else begin
            pixel_clk_div <= pixel_clk_div + 1'b1;
            if (pixel_clk) begin
                if (h_counter == H_TOTAL_CYCLES - 1)
                    h_counter <= 10'd0;
                else
                    h_counter <= h_counter + 1'b1;
            end
        end
    end
    always @(posedge clk or posedge rst) begin
        if (rst) begin
            hsync <= 1'b0;
        end else begin
            if (h_counter < H_SYNC_CYCLES)
                hsync <= 1'b0;  
            else
                hsync <= 1'b1;  
        end
    end
    always @(posedge clk or posedge rst) begin
        if (rst) begin
            v_counter <= 10'd0;
        end else begin
            if (pixel_clk) begin
                if (h_counter == H_TOTAL_CYCLES - 1) begin
                    if (v_counter == V_TOTAL_LINES - 1)
                        v_counter <= 10'd0;
                    else
                        v_counter <= v_counter + 1'b1;
                end
            end
        end
    end
    always @(posedge clk or posedge rst) begin
        if (rst) begin
            vsync <= 1'b0;
        end else begin
            if (v_counter < V_SYNC_CYCLES)
                vsync <= 1'b0;  
            else
                vsync <= 1'b1;  
        end
    end
    reg [3:0] r, g, b;
    initial begin
        r = 4'h0;
        g = 4'h0;
        b = 4'h0;
    end 
    wire [9:0] x = h_counter - H_VISIBLE_START;
    wire [9:0] y = v_counter - V_VISIBLE_START;
    always @(*) begin
        r = 4'h0; 
        g = 4'h0;
        b = 4'h0;
        if (h_counter >= H_VISIBLE_START && h_counter < H_VISIBLE_END && v_counter >= V_VISIBLE_START && v_counter < V_VISIBLE_END) begin
            if (y == buffer[buffer_count]) begin  
                r = 4'hF; 
                g = 4'hF; 
                b = 4'hF; 
            end
        end
    end
    assign red = (x < H_ACTIVE_VIDEO && y < V_ACTIVE_VIDEO) ? r : 4'h0;
    assign green = (x < H_ACTIVE_VIDEO && y < V_ACTIVE_VIDEO) ? g : 4'h0;
    assign blue = (x < H_ACTIVE_VIDEO && y < V_ACTIVE_VIDEO) ? b : 4'h0;
endmodule
File: flow/config.mk
export PLATFORM = sky130hd
export DESIGN_NAME = oscilloscope
export DESIGN_NICKNAME = oscilloscope
export VERILOG_FILES = /design/flow/design.v
export SDC_FILE = /design/flow/constraint.sdc
export NUM_CORES = 4
export LEC_CHECK = 1
export CORE_UTILIZATION = 40
File: flow/run.sh
#!/bin/bash
# OpenROAD 26Q1-2900-gdf79404cd8, Yosys 0.63+post, stock flow scripts
make -C /OpenROAD-flow-scripts/flow DESIGN_CONFIG=/design/flow/config.mk WORK_HOME=/design/flow/orfs finish
==> results.toml <==
# physical design summary
[status]
outcome = "finished, final reports clean"

[global_route]
antenna_found_initial = 10
overflow = 0
grt_util_all_layers = 0.245
grt_pass1_wl_um = 326000
grt_max_degree = 130
grt_pass1_vias = 45000

[die]
die_y_um = 455
dieArea_um2 = 207000
floorplan.core_util = 0.404
num_rows = 165
ios = 28
die_w_um = 455
core_um2 = 203000

[sta]
hold_viol = 0
rsz0062_at_grt = "no"
worstMarginPinSlew_ps = 1150
setup_viol = 0
clock_skew_ps = 39.8
max_freq_mhz = 47.4
finalSetupTns_ps = 0
drv_slew = 0
relSlewSlack = 0.233
fin_crit_ps = 21110
post-route-period-util = 0.309

[worst_setup_path]
worstRegToRegCells = 8
worstSetupEndpoint = "blue[1]"
worstPathRequired_ps = 54720
r2r_setup_slack_ps = 62990
crit_fanout = 33
cp-end-kind = "output port"
worstSetupStartpointType = "flip-flop"
r2r-end = "buffer[160][1]"
worstPathArrival_ps = 7430
reg2reg_from = "buffer_count[0]"
worstSetupPathType = "flip-flop to output port"
cp-startpoint = "buffer_count[0]"

[job]
warnings = 44
drv_cap = 0

[synth]
ys_ff = 2095
topCombFamilyByArea = "multiplexers"
synth.distinct_cells = 63
syn_avg_cell_area_um2 = 20.4
ys_seq_share = 0.764
edf_count = 2056
netlist_area_um2 = 82100
fa_ha_area_frac = 0.00198
mux_share = 0.153
aoi_share = 0.0288
synthCells = 4019
ys_cells = 4019
ys_area_um2 = 82100
yosysWarnings = 1
xor_area_frac = 0.00416
simple_gate_area_frac = 0.0313
synth-async-reset-ratio = 0.0186
synth_top_flop_cell = "edfxtp_1"

[final_layout]
drive_gt1_frac = 0.236
final_util = 0.459
final_area_um2 = 93200
synthToLayoutAreaGrowth_pct = 13.5
layout.cells.non_filler = 7099

[placed_design]
place_area_um2 = 86400
place_congestion = 0.943
dp_cells = 6715
io_buffers = 27
dp_hpwl_um = 137000

[detailed_routing]
drt_wl_total_um = 226000
detail_route.iter0.violations = 3368
dr.pass1.iters = 5
ant_nets = 0
wl_per_cell_um = 31.9
drcViolationCount = 0
vias = 41500
avgViaCountPerCell = 5.85

[power_and_ir_drop]
fin_total_pwr_mw = 2.56
clkPwrFrac = 0.441
p_sw_mw = 0.505
ir_worst_vdd_v = 0.0000217
combPwrFrac = 0.009
p_int_mw = 2.06
p_per_area_nw_per_um2 = 27.5
pwr-share-seq = 0.550
switching_share = 0.197
leakage_nw = 28.1

[hold_path]
min_path_type = "flip-flop to flip-flop"

[cts]
clock_latency_ps = 850
ctsResizeCount = 0
clockBufferDepth = 3
htreeDepth = 4
clockRootBuffer = "clkbuf_16"
clock-sinks = 2095
clkSlewWorstSetupHoldPaths_ps = 60
cts_tree = "done"
post_cts_buffers = 0
cts-buffers-inserted = 206
cts-hold-fix-buffers = 0
-- worst max-delay path, stage by stage (launching register included) --
cell	delay (ps)
edfxtp_1	670
buf_4	650
buf_4	700
buf_4	620
mux4_2	570
a22oi_1	280
a21oi_1	140
nor4_1	500
o22ai_1	320
nor2_1	280
mux2_2	370
nand2_1	80
nand4_1	110
nor3_2	480
buf_4	270
clkdlybuf4s50_1	480
-- kinds of logic (layout without fill, tap and decap cells) --
group / count (synthesis) / in the layout
buffers and inverters: 264 / 665
other: 0 / 7
AND-OR/OR-AND: 346 / 346
multiplexers: 668 / 668
flip-flops: 2095 / 2095
adder cells (fa/ha/maj): 13 / 13
AND/OR/NAND/NOR: 594 / 594
XOR/XNOR: 39 / 39
-- registers in the layout, indices dropped and copies added (netlist names) --
signal,cells
csb,1
buffer,2048
pixel_clk_div,2
c_counter,13
v_counter,10
vsync,1
h_counter,10
convstb,1
hsync,1
buffer_count,8
-- stage by stage --
stage          worst slack (ps)  hold slack [ps]
2_1_floorplan             51070              401
6_report                  47290              431
3_3_place_gp              48170              413
5_1_grt                   46750              460
3_5_place_dp              48120              421
4_1_cts                   47190              430
-- cells in the mapped netlist (10+ instances only) --
library cell,number,area (um2)
xnor2_1,25,219
buf_1,18,67.6
xor2_1,14,123
dfrtp_1,37,926
a221oi_1,21,184
a21oi_1,81,405
nor3_1,32,160
inv_1,15,56.3
clkbuf_1,84,315
buf_4,51,383
nor4_1,10,62.6
o211ai_1,11,82.6
nand3_1,47,235
o22ai_1,17,106
edfxtp_1,2056,61700
mux4_2,469,10600
buf_2,80,400
o21ai_0,27,135
nor2b_1,15,93.8
nand2b_1,10,62.6
mux2i_1,191,1910
a22oi_1,134,1010
nand2_1,121,454
ha_1,13,163
nor2_1,307,1150
buf_6,13,146
nand4_1,17,106
-- final cells by class --
class,count,area (um2)
diodes,7,17.5
clock buffers,247,5330
flip-flops and latches,2095,62700
repair buffers,272,2240
fillers,16600,110000
well taps,2672,3340
clock inverters,130,1400
inverters,16,62.6
multi-input cells,1660,18100
-- worst min path at each step --
stage	startpoint	end	cells past startpoint
after CTS	pixel_clk_div[0]	pixel_clk_div[0]	1
after global routing	pixel_clk_div[0]	pixel_clk_div[0]	1
final	pixel_clk_div[0]	pixel_clk_div[0]	1
-- power groups by stage --
stage         Clock (mW)  Combinational [mW]  Sequential (mW)
global route        1.20              0.0252             1.41
finish              1.13              0.0228             1.41
CTS                 1.15              0.0233             1.41
-- layer usage --
| metal | global-route usage | share of wire | up-vias | routed length (um) |
|---|---|---|---|---|
| met3 | 0.179 | 0.17 | 462 | 38100 |
| met4 | 0.0777 | 0.041 | 26 | 9240 |
| met1 | 0.302 | 0.32 | 21200 | 73400 |
| li1 | - | - | 17100 | - |
| met5 | 0.0232 | 0.0029 | - | 646 |
| met2 | 0.351 | 0.46 | 2721 | 105000 |
-- cell usage in the layout (no fill, tap or decap), types with 14 or more instances in the layout --
| cell | synthesis | routed |
|---|---|---|
| o22ai_1 | 17 | 17 |
| dfrtp_1 | 37 | 37 |
| a221oi_1 | 21 | 21 |
| nand2_1 | 121 | 115 |
| nand4_1 | 17 | 17 |
| buf_4 | 51 | 237 |
| nand3_1 | 47 | 47 |
| bufinv_16 | 0 | 24 |
| clkinv_2 | 0 | 37 |
| a22oi_1 | 134 | 134 |
| mux2i_1 | 191 | 191 |
| mux4_2 | 469 | 469 |
| clkbuf_1 | 84 | 40 |
| clkdlybuf4s50_1 | 0 | 19 |
| clkbuf_16 | 0 | 207 |
| nor3_1 | 32 | 32 |
| o21ai_0 | 27 | 27 |
| a21oi_1 | 81 | 81 |
| clkinv_1 | 0 | 47 |
| inv_1 | 15 | 14 |
| xnor2_1 | 25 | 25 |
| nor2_1 | 307 | 304 |
| xor2_1 | 14 | 14 |
| edfxtp_1 | 2056 | 2056 |
Power and IR drop assume default switching activity.
